==> design.v <==
`timescale 1ns / 1ns
module downsampler
#(
    parameter DATA_WIDTH_INP = 8,
    parameter CIC_R = 4
)
(
    input                   clk,
    input                   reset_n,
    input   wire    signed  [DATA_WIDTH_INP - 1:0]  s_axis_in_tdata,
    input                   s_axis_in_tvalid,
    output  reg     signed  [DATA_WIDTH_INP - 1:0]  m_axis_out_tdata,
    output  reg             m_axis_out_tvalid
);
localparam DECIM_COUNTER_WIDTH = $clog2(CIC_R);
reg [DECIM_COUNTER_WIDTH - 1 : 0] counter;
always @(posedge clk)
begin
    if (!reset_n)           counter <= '0;
    else if (s_axis_in_tvalid)  counter <= (32'(counter) < CIC_R - 1) ? counter + {{(DECIM_COUNTER_WIDTH - 1){1'b0}}, 1'b1} : '0;
end
always @(posedge clk)
begin
    if (!reset_n)           m_axis_out_tdata <= '0;
    else if (s_axis_in_tvalid)  m_axis_out_tdata <= (32'(counter) < CIC_R - 1) ? m_axis_out_tdata : s_axis_in_tdata;
end
always @(posedge clk)
begin
    if (!reset_n)           m_axis_out_tvalid <= 1'b0;
    else if (s_axis_in_tvalid)  m_axis_out_tvalid <= (32'(counter) == CIC_R - 1);
    else                    m_axis_out_tvalid <= 1'b0;
end
endmodule
==> run.sh <==
#!/bin/bash
# OpenROAD 26Q1-2900-gdf79404cd8, Yosys 0.63+post, stock flow scripts
make -C /OpenROAD-flow-scripts/flow DESIGN_CONFIG=/design/flow/config.mk WORK_HOME=/design/flow/orfs finish
==> config.mk <==
export PLATFORM = sky130hd
export DESIGN_NAME = downsampler
export DESIGN_NICKNAME = downsampler
export VERILOG_FILES = /design/flow/design.v
export SDC_FILE = /design/flow/constraint.sdc
export NUM_CORES = 4
export LEC_CHECK = 1
export CORE_AREA = 10 10 70 70
export DIE_AREA = 0 0 80 80
==> constraint.sdc <==
current_design downsampler

set clk_period 2.1
set clk_io_pct 0.2

create_clock -name clk0 -period $clk_period [get_ports {clk}]

set non_clock_inputs [all_inputs -no_clocks]
set_input_delay [expr $clk_period * $clk_io_pct] -clock clk0 $non_clock_inputs
set_output_delay [expr $clk_period * $clk_io_pct] -clock clk0 [all_outputs]
==> impl_metrics.json <==
{
  "cts_buffer_depth": 2,
  "port_buffers": 19,
  "cts_hold_buf": 0,
  "yosys_area_um2": 495,
  "place_hpwl_um": 962,
  "ys_sh_simple": 0.242,
  "p_leak_uw": 0.000259,
  "critPathMaxStageDelay_ns": 0.49,
  "fp.dieW_um": 80,
  "drive_above_1_share": 0.194,
  "grt_overflow": 0,
  "holdWs_ns": 0.459,
  "worstHoldStart": "m_axis_out_tdata[7]",
  "post-place-cells": 109,
  "cp_slowest_cell": "clkdlybuf4s50_1",
  "yosys-stat-cells": 49,
  "yosys.area_share.xor_xnor": 0,
  "ios": 20,
  "place_area_um2": 701,
  "reg2reg_depth": 3,
  "r2r-start": "counter[0]",
  "clock_latency_ns": 0.27,
  "cts_resized": 0,
  "drcViolationCount": 0,
  "mux_area_frac": 0.0202,
  "drv_cap": 0,
  "ys_warn_count": 1,
  "min_path_type": "flop to flop",
  "cts_tree": "done",
  "antenna_found_initial": 0,
  "tns_ns": 0,
  "final_design_area_no_fill_um2": 727,
  "numCtsBuffers": 3,
  "cts_setup_buffers": 0,
  "grt_max_degree": 20,
  "grt_pass1_vias": 380,
  "fmax_ghz": 0.662,
  "area_delta_synth_final_pct": 46.7,
  "warning_count": 26,
  "crit_fanout": 2,
  "layout_min_cycle_time_ns": 1.51,
  "synthAoiAreaFrac": 0.157,
  "critPathTopFamily": "buffers and inverters",
  "synth.distinct_cells": 14,
  "worst_slew_pin_slew_ns": 0.635,
  "firstDrtPassIters": 4,
  "required_ns": 1.68,
  "fp_util": 0.145,
  "dp_slack_ns": 0.441,
  "path_clk_slew_ns": 0.07,
  "adder_share": 0.0505,
  "core_area_mm2": 0.00342,
  "wl_um": 1260,
  "antenna_left": 0,
  "gp_congestion": 0.802,
  "fin_crit_sh": 0.719,
  "path_buffers": 1,
  "layoutNonFillerInstCount": 113,
  "cts-root-buf": "clkbuf_4",
  "cts_max_level": 1,
  "start_kind": "flop",
  "hold_violations": 0,
  "fin_skew_ns": 0.00103,
  "setup_viol": 0,
  "hold_depth": 2,
  "cp_num_cells": 1,
  "p_per_area_mw_per_mm2": 553,
  "wire_per_inst_um": 11.1,
  "ir_drop_mv": 0.174,
  "grt_pass1_wl_um": 1930,
  "num_antenna_cells": 0,
  "numSynthFlops": 11,
  "crit_start": "m_axis_out_tdata[6]",
  "grt_usage": 0.0389,
  "vias_per_cell": 3.45,
  "drtIter0Drc": 74,
  "dr_total_vias": 390,
  "ys_seq_frac": 0.444,
  "rsz0062_at_grt": "no",
  "crit_path_cell_trace": "clkdlybuf4s50_1",
  "die_y_um": 80,
  "fillers": 379,
  "layout_setup_ws_ns": 0.589,
  "worstPathArrival_ns": 1.09,
  "fp-row-count": 21,
  "dieArea_mm2": 0.00640,
  "critical_path_class": "flop to output port",
  "status": "completed",
  "slew_headroom": 0.575,
  "syn_inst": 49,
  "slew_viol_final": 0,
  "cp-end-kind": "output port",
  "cts.sinks": 11,
  "synth.avg_cell_area_um2": 10.1,
  "syn_area_um2": 495,
  "synth.logic.top_family": "simple AND/OR/NAND/NOR gates"
}
cells in the mapped netlist:
cell type	n	area [µm²]
buf_4	2	15.0
ha_1	2	25.0
nand4_1	8	50.1
and3_1	1	6.26
buf_6	2	22.5
nor2b_1	2	12.5
mux2i_1	1	10.0
o21ai_2	8	70.1
buf_2	1	5.00
nand2_1	8	30.0
o21a_1	1	7.51
dfxtp_1	11	220
nor3b_2	1	12.5
and2_4	1	8.76
power by group:
part	switching (µW)	internal [µW]	total (µW)
logic	17.1	25.6	42.8
registers	3.27	213	216
clock network	69.3	73.5	143
total	89.7	312	402
routing by layer:
metal | share of wire | vias up | track usage | wire, µm
met5 | 0 | - | 0 | 0
met1 | 0.54 | 159 | 0.0563 | 685
met3 | 0.14 | 2 | 0.0330 | 180
met4 | 0.0064 | 0 | 0.00352 | 8
li1 | - | 210 | - | -
met2 | 0.30 | 19 | 0.0425 | 383
sequential cells by signal, indices dropped and copies added, names as in the netlist:
signal             flops
m_axis_out_tvalid      1
counter                2
m_axis_out_tdata       8
cells by family (layout without fill, tap and decap cells):
logic type / after synthesis / after routing
flip-flops: 11 / 11
multiplexers: 1 / 1
AND-OR/OR-AND: 9 / 9
AND/OR/NAND/NOR: 21 / 21
buffers and inverters: 5 / 23
adder cells (fa/ha/maj): 2 / 2
per-stage QoR:
stage          total power [µW]   util
6_report                    402  0.213
5_1_grt                     423  0.213
4_1_cts                     408  0.213
3_5_place_dp                263  0.205
3_3_place_gp                263  0.205
2_1_floorplan               241      -
path summary, 6_finish.rpt:
check	slack (ns)	to
setup / recovery	0.59	m_axis_out_tdata[6]
hold / removal	0.46	m_axis_out_tdata[7]
setup reg to reg	0.86	m_axis_out_tdata[0]
hold reg to reg	0.46	m_axis_out_tdata[7]
final cells by class:
type / instances / area [µm²] / area share
clock buffer: 4 / 26.3 / 0.0361
multi-input combinational: 33 / 233 / 0.320
timing repair buffer: 19 / 190 / 0.262
tap: 46 / 57.6 / 0.0792
sequential: 11 / 220 / 0.303
cells in the final DEF, fill, tap and decap left out, drive strengths merged:
| cell type | synthesis | routed |
|---|---|---|
| o21a | 1 | 1 |
| o21ai | 8 | 8 |
| mux2i | 1 | 1 |
| and3 | 1 | 1 |
| dfxtp | 11 | 11 |
| ha | 2 | 2 |
| nand2 | 8 | 8 |
| nor3b | 1 | 1 |
| nor2b | 2 | 2 |
| clkbuf | 0 | 4 |
| and2 | 1 | 1 |
| clkdlybuf4s50 | 0 | 19 |
| nand4 | 8 | 8 |
No activity file was given, so power comes from the tool's default toggle rates.
