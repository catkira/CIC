### flow/design.v
`timescale 1ns / 1ns
module downsampler_variable
#(
    parameter DATA_WIDTH_INP = 8,
    parameter DATA_WIDTH_RATE = 16
)
(
    input                   clk,
    input                   reset_n,
    input   wire    signed  [DATA_WIDTH_INP - 1:0]  s_axis_in_tdata,
    input                   s_axis_in_tvalid,
    input   wire    signed  [DATA_WIDTH_RATE - 1:0] s_axis_rate_tdata,
    input                   s_axis_rate_tvalid,
    output  reg     signed  [DATA_WIDTH_INP - 1:0]  m_axis_out_tdata,
    output  reg             m_axis_out_tvalid
);
reg [DATA_WIDTH_RATE - 1 : 0] counter;
reg [DATA_WIDTH_RATE - 1 : 0] rate_buf;
always @(posedge clk)
begin
    if (!reset_n)
        rate_buf <= 1;
    else if (s_axis_rate_tvalid)
        rate_buf <= s_axis_rate_tdata;
end
always @(posedge clk)
begin
    if (!reset_n || s_axis_rate_tvalid) begin
        counter <= '0;
    end
    else if (s_axis_in_tvalid)
        counter <= (counter < rate_buf - 1) ? counter + {{(DATA_WIDTH_RATE - 1){1'b0}}, 1'b1} : '0;
end
always @(posedge clk)
begin
    if (!reset_n || s_axis_rate_tvalid)
        m_axis_out_tdata <= '0;
    else if (s_axis_in_tvalid)
        m_axis_out_tdata <= (counter < rate_buf - 1) ? m_axis_out_tdata : s_axis_in_tdata;
end
always @(posedge clk)
begin
    if (!reset_n || s_axis_rate_tvalid)
        m_axis_out_tvalid <= 1'b0;
    else if (s_axis_in_tvalid)
        m_axis_out_tvalid <= (counter == rate_buf - 1);
    else
        m_axis_out_tvalid <= 1'b0;
end
endmodule
### flow/run.sh
#!/bin/bash
# OpenROAD 26Q1-2900-gdf79404cd8, Yosys 0.63+post, stock flow scripts
make -C /OpenROAD-flow-scripts/flow DESIGN_CONFIG=/design/flow/config.mk WORK_HOME=/design/flow/orfs finish
### flow/config.mk
export PLATFORM = sky130hd
export DESIGN_NAME = downsampler_variable
export DESIGN_NICKNAME = downsampler_variable
export VERILOG_FILES = /design/flow/design.v
export SDC_FILE = /design/flow/constraint.sdc
export NUM_CORES = 4
export LEC_CHECK = 1
export CORE_UTILIZATION = 30
### flow/constraint.sdc
current_design downsampler_variable

set clk_period 6.7
set clk_io_pct 0.2

create_clock -name clk0 -period $clk_period [get_ports {clk}]

set non_clock_inputs [all_inputs -no_clocks]
set_input_delay [expr $clk_period * $clk_io_pct] -clock clk0 $non_clock_inputs
set_output_delay [expr $clk_period * $clk_io_pct] -clock clk0 [all_outputs]
==> impl_metrics.yaml <==
# generated from flow reports
status:
  status: "finished, final reports clean"
global_routing:
  antenna_found_initial: 0
  grt_pass1_wl_mm: 7.20
  grt_remaining_overflow: 0
  track_usage_pct: 11.7
  grt_pass1_vias: 1622
  grt_max_degree: 19
synth:
  ys_seq_share_pct: 36.6
  synthTopCellsByCount: "41 x dfxtp_1, 35 x nor2_1, 23 x mux2i_1"
  ys.flops: 41
  yosysChipArea_um2: 2240
  netlist_instances: 245
  syn_area_um2: 2240
  flop_cell: "dfxtp_1"
  synth_cell_type_count: 34
  async_flop_share_pct: 0
  yosysMostFrequentCell: "dfxtp_1"
  yosys_warnings: 1
  avgSynthCellArea_um2: 9.15
  ys_cells: 245
  top_area_cell: "dfxtp_1"
  top_cell_area_share_pct: 36.6
  edf_count: 0
  synthTopCellsByArea: "dfxtp_1 37%, mux2i_1 10%, ha_1 10%"
cts:
  insertion_delay_ns: 0.29
  postCtsSetupBuffers: 0
  htree_levels: 2
  cts_made_buffers: 5
  cts-root-buf: "clkbuf_8"
  clock_path_buffers: 2
  post_cts_resized: 0
  cts_sinks: 41
  cts_tree: "done"
  cts_hold_buf: 0
  clk_pin_slew_ns: 0.08
worst_setup_path:
  critPathMaxFanout: 15
  crit_buf_inv: 1
  cp-start-kind: "flip-flop"
  r2r_start: "rate_buf[2]"
  cp-end-kind: "flip-flop"
  cp_top_family: "simple AND/OR/NAND/NOR gates"
  cp_cell_sequence: "nor3_1, and3_1, nand2b_1, or2b_1, nor4_1, xnor2_1, ha_1, nand4_1, nor4_1, o21ai_0, a31oi_1, buf_4, or2_1, nor2_1"
  reg2regPathDepth: 14
  slowest_delay_ns: 0.46
  arrival_ns: 3.92
  cp_common_cell: "nor4_1"
  cp.depth: 14
  critical_path_class: "reg -> reg"
  worst-endpoint-required_ns: 6.87
  crit_slowest_cell: "or2_1"
  crit_start: "rate_buf[2]"
timing:
  fin_crit_sh_pct: 56.0
  period_needed_ns: 3.75
  tightest_slew_ns: 0.519
  hold_violations: 0
  max_slew_margin_pct: 65.4
  finalSetupTns_ns: 0
  slew_violations: 0
  timing.fmax_mhz: 266
  skew_ns: 0.00635
  setup_viol: 0
  rsz0062_at_grt: "false"
finish:
  drive_gt1_share_pct: 4.61
  fin_area_um2: 2770
  area_delta_synth_final_pct: 23.6
worst_hold_path:
  hold_path_depth: 2
  min_path_type: "reg -> reg"
  worstHoldStart: "m_axis_out_tdata[7]"
floorplan:
  die_h_um: 88.4
  rows: 31
  core-area_um2: 7250
  dieArea_um2: 7820
  dieWidth_um: 88.4
  fp_util_pct: 30.9
  io_pins: 37
place:
  gp_congestion: 0.841
  port_buffers: 36
  place.detailed.hpwl_mm: 3.20
  dpl_cell_area_um2: 2680
route:
  wl_mm: 4.12
  vias: 1696
  drtIter0Drc: 67
  drt.antenna.violating_nets: 0
  via_per_inst: 4.45
  firstDrtPassIters: 4
  avgRoutedWirePerCell_um: 10.8
  n_antenna_cell: 0
  drt_drc_violations_left: 0
pwr:
  p_leak_uw: 0.00104
  ir_drop_v: 0.000107
  power_density_nw_per_um2: 178
run:
  tool_warnings: 25
  drv_cap: 0
final cells by class:
| cell class | count | area [µm²] |
|---|---|---|
| fill | 726 | 4480 |
| sequential | 41 | 821 |
| timing repair buffer | 38 | 375 |
| multi-input combinational | 188 | 1330 |
| inverter | 8 | 30.0 |
| tap | 99 | 124 |
| clock buffer | 7 | 86.3 |
worst register-to-register path, delay by kind of cell (launching register included):
family	cells	cell delay [ns]
compound gates	2	0.37
xor+xnor	1	0.11
fa+ha+maj	1	0.30
buf+inv	1	0.22
flops	1	0.35
simple gates	9	2.28
per-stage QoR:
step	total power [µW]	cells	hold WS (ns)	setup slack [ns]	utilization, %
final	493	381	0.505	2.95	38.2
after global routing	519	381	0.525	2.64	38.2
after CTS	498	381	0.512	2.93	38.2
after detailed placement	336	374	0.494	2.94	37.0
after global placement	335	374	0.482	3.04	37.0
after floorplan	310	245	0.437	3.46	-
logic make-up after synthesis:
kind of cell / synth area share (%)
buf+inv: 3.85
xor+xnor: 11.3
flops: 36.6
fa+ha+maj: 10.1
compound gates: 4.86
simple gates: 23.0
mux: 10.3
power by group:
group	internal (µW)	switching, µW	total, µW
Clock	81.7	81.1	163
Sequential	250	7.83	258
Combinational	39.7	32.3	72.0
Total	371	121	493
metal layers:
| metal | wire length [µm] | GRT usage, % | vias to the layer above |
|---|---|---|---|
| met1 | 2200 | 18.5 | 756 |
| met4 | 52 | 1.32 | 0 |
| met3 | 167 | 2.46 | 5 |
| met2 | 1700 | 17.3 | 32 |
| li1 | - | - | 903 |
| met5 | 0 | 0 | - |
worst paths after layout:
path,end,slack [ns]
setup / recovery,counter[0],2.95
hold / removal,m_axis_out_tdata[7],0.50
setup reg to reg,counter[0],2.95
hold reg to reg,m_axis_out_tdata[7],0.50
cell usage in the layout, fill, tap and decap left out, drive strengths merged, types with 7 or more instances in the layout:
cell           netlist  final
nor2b               16     16
clkbuf               4      7
inv                  8      8
dfxtp               41     41
a21oi                9      9
nand4                8      8
nor2                35     35
mux2i               23     23
xor2                11     11
clkdlybuf4s50        0     36
nand2               12     12
ha                  18     18
xnor2               18     18
flip-flops by register name, summed over array words and instances (netlist names):
name,flops
counter,16
rate_buf,16
m_axis_out_tdata,8
m_axis_out_tvalid,1
No activity file was given, so power comes from the tool's default toggle rates.
